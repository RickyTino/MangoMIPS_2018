==> ./design.v <==
module EX
(
	input wire             rst,
	input  wire [31:0] inst,
	input  wire [7:0]   aluop,
	input  wire [3:0] aluctrl,
	input  wire [31:0] opr1, opr2,
	input  wire            i_wreg,
	input  wire [4:0] i_wraddr,
	output reg             o_wreg,
	output reg  [4:0] o_wraddr,
	output reg  [31:0] wrdata,
	input  wire [31:0] i_hi, i_lo,
	input  wire            mem_whilo,
	input  wire [31:0] mem_hi, mem_lo,
	input  wire            wb_whilo,
	input  wire [31:0] wb_hi, wb_lo,
	output reg             whilo,
	output reg  [31:0] o_hi, o_lo,
	input  wire [31:0] cp0_rdata,
	output reg  [4:0] cp0_raddr,
	output reg             cp0_we,
	output reg  [4:0] cp0_waddr,
	output reg  [31:0] cp0_wdata,
	input  wire            mem_cp0_we,
	input  wire [4:0] mem_cp0_waddr,
	input  wire [31:0] mem_cp0_wdata,
	input  wire            wb_cp0_we,
	input  wire [4:0] wb_cp0_waddr,
	input  wire [31:0] wb_cp0_wdata,
	input  wire [63:0] div_res,
	input  wire            div_ready,
	output reg  [31:0] div_opr1, div_opr2,
	output reg             div_start, div_signed,
	input  wire [31:0] linkaddr,
	input  wire            inslot,
	output wire [31:0] ramaddr,
	input  wire [31:0] i_excp,
	output reg  [31:0] o_excp,
	output reg             stallreq
);
	reg [31:0] logicRes, shiftRes, moveRes, arithRes;
	reg [31:0] hi, lo;
	reg            overflow;
	wire [31:0] ofsimm = {{16{inst[15]}}, inst[15:0]};
	wire [ 4:0] rd     = inst[15:11];
	wire mem_cp0_clash = mem_cp0_we && (mem_cp0_waddr == rd);
	wire  wb_cp0_clash =  wb_cp0_we && ( wb_cp0_waddr == rd);
	assign ramaddr = opr1 + ofsimm;
	always @(*) begin
		o_excp          <= i_excp;
		o_excp[12] <= overflow;
	end
	wire sign1 = opr1[31];
	wire sign2 = opr2[31];
	wire rsign = arithRes[31];
	reg  [31:0] mulopr1, mulopr2;
	wire [63:0] multemp = mulopr1 * mulopr2;
	reg  [63:0] mulRes;
	always @(*) begin
		case (aluop)
			8'h15,
			8'h1A,
			8'h1C: begin
				mulopr1 <= opr1;
				mulopr2 <= opr2;
				mulRes  <= multemp;
			end
			8'h16,
			8'h14,
			8'h19,
			8'h1B: begin
				mulopr1 <= sign1 ? ~opr1 + 1 : opr1;
				mulopr2 <= sign2 ? ~opr2 + 1 : opr2;
				mulRes <= (sign1 ^ sign2) ? ~multemp + 1 : multemp;
			end
			default: begin
				mulopr1 <= 32'h0;
				mulopr2 <= 32'h0;
				mulRes  <= 64'h0;
		    end
		endcase
	end
	reg [63:0] macRes;
	always @(*) begin
		if(rst) begin
			macRes <= 64'h0;
		end
		else begin
			case (aluop)
				8'h19,
				8'h1A: macRes <= {hi, lo} + mulRes;
				8'h1B,
				8'h1C: macRes <= {hi, lo} - mulRes;
				default:    macRes <= 64'h0;
			endcase
		end
	end
	reg div_sreq;
	always @(*) begin
		if(rst) begin
			div_sreq   <= 1'b0;
			div_opr1   <= 32'h0;
			div_opr2   <= 32'h0;
			div_start  <= 1'b0;
			div_signed <= 1'b0;
		end
		else begin
			case (aluop)    
				8'h1D: begin    
					div_opr1   <= opr1;
					div_opr2   <= opr2;
					div_signed <= 1'b1;
					div_start  <= !div_ready;
					div_sreq   <= !div_ready;
				end
				8'h1E: begin
					div_opr1   <= opr1;
					div_opr2   <= opr2;
					div_signed <= 1'b0;
					div_start  <= !div_ready;
					div_sreq   <= !div_ready;
				end
				default: begin
					div_sreq   <= 1'b0;
					div_opr1   <= 32'h0;
					div_opr2   <= 32'h0;
					div_start  <= 1'b0;
					div_signed <= 1'b0;
				end
			endcase
		end
	end
	always @(*) begin
		stallreq  = div_sreq;
	end			
	wire [31:0] clzres, clores;
	assign clzres = opr1[31] ?  0 : opr1[30] ?  1 :
                    opr1[29] ?  2 : opr1[28] ?  3 :
                    opr1[27] ?  4 : opr1[26] ?  5 :
                    opr1[25] ?  6 : opr1[24] ?  7 :
                    opr1[23] ?  8 : opr1[22] ?  9 :
                    opr1[21] ? 10 : opr1[20] ? 11 :
                    opr1[19] ? 12 : opr1[18] ? 13 :
                    opr1[17] ? 14 : opr1[16] ? 15 :
                    opr1[15] ? 16 : opr1[14] ? 17 :
                    opr1[13] ? 18 : opr1[12] ? 19 :
                    opr1[11] ? 20 : opr1[10] ? 21 :
                    opr1[ 9] ? 22 : opr1[ 8] ? 23 :
                    opr1[ 7] ? 24 : opr1[ 6] ? 25 :
                    opr1[ 5] ? 26 : opr1[ 4] ? 27 :
                    opr1[ 3] ? 28 : opr1[ 2] ? 29 :
                    opr1[ 1] ? 30 : opr1[ 0] ? 31 : 32 ;
	assign clores = ~opr1[31] ?  0 : ~opr1[30] ?  1 :
                    ~opr1[29] ?  2 : ~opr1[28] ?  3 :
                    ~opr1[27] ?  4 : ~opr1[26] ?  5 :
                    ~opr1[25] ?  6 : ~opr1[24] ?  7 :
                    ~opr1[23] ?  8 : ~opr1[22] ?  9 :
                    ~opr1[21] ? 10 : ~opr1[20] ? 11 :
                    ~opr1[19] ? 12 : ~opr1[18] ? 13 :
                    ~opr1[17] ? 14 : ~opr1[16] ? 15 :
                    ~opr1[15] ? 16 : ~opr1[14] ? 17 :
                    ~opr1[13] ? 18 : ~opr1[12] ? 19 :
                    ~opr1[11] ? 20 : ~opr1[10] ? 21 :
                    ~opr1[ 9] ? 22 : ~opr1[ 8] ? 23 :
                    ~opr1[ 7] ? 24 : ~opr1[ 6] ? 25 :
                    ~opr1[ 5] ? 26 : ~opr1[ 4] ? 27 :
                    ~opr1[ 3] ? 28 : ~opr1[ 2] ? 29 :
                    ~opr1[ 1] ? 30 : ~opr1[ 0] ? 31 : 32 ;
	always @(*) begin
		if(rst) begin
			logicRes <= 32'h0;
			shiftRes <= 32'h0;
			moveRes  <= 32'h0;
			arithRes <= 32'h0;
			overflow <= 1'b0;
			cp0_raddr <= 5'h0;
		end
		else begin
			case (aluop)
				8'h02:  logicRes <= opr1 | opr2;
				8'h01: logicRes <= opr1 & opr2;
				8'h04: logicRes <= ~(opr1 | opr2);
				8'h03: logicRes <= opr1 ^ opr2;
				default:  logicRes <= 32'h0;
			endcase
			case (aluop)
				8'h05: shiftRes <= opr2 << opr1[4:0];
				8'h06: shiftRes <= opr2 >> opr1[4:0];
				8'h07: shiftRes <= ($signed(opr2)) >>> opr1[4:0];
				default:  shiftRes <= 32'h0;
			endcase
			cp0_raddr <= 5'h0;
			case (aluop)
				8'h0A: moveRes <= hi;
				8'h0C: moveRes <= lo;
				8'h08: moveRes <= opr1;
				8'h09: moveRes <= opr1;
				8'h37: begin
					cp0_raddr <= inst[15:11];
					case ({mem_cp0_clash, wb_cp0_clash})
						2'b00: moveRes <=     cp0_rdata;
						2'b01: moveRes <=  wb_cp0_wdata;
						2'b10,
						2'b11: moveRes <= mem_cp0_wdata;
					endcase
				end
				default:   moveRes <= 32'h0;
			endcase
			case (aluop)
				8'h0E:  arithRes <= $signed(opr1) < $signed(opr2);
				8'h0F: arithRes <= opr1 < opr2;
				8'h10, 
				8'h11: arithRes <= opr1 + opr2;
				8'h12, 
				8'h13: arithRes <= opr1 - opr2;
				8'h17:  arithRes <= clzres;
				8'h18:  arithRes <= clores;
				default:   arithRes <= 32'h0;
			endcase
			case (aluop)
				8'h10: overflow <= ( sign1 &&  sign2 && !rsign) || 
				                      (!sign1 && !sign2 &&  rsign);
				8'h12: overflow <= ( sign1 && !sign2 && !rsign) || 
				                      (!sign1 &&  sign2 &&  rsign);
				default:  overflow <= 1'b0;
			endcase
		end
	end
	always @(*) begin
		o_wraddr <= i_wraddr;
		if(overflow) o_wreg <= 1'b0;
		else         o_wreg <= i_wreg;
		case (aluctrl)
			4'h1: wrdata <= logicRes;
			4'h2: wrdata <= shiftRes;
			4'h3:  wrdata <= moveRes;
			4'h4: wrdata <= arithRes;
			4'h5:   wrdata <= mulRes[31:0];
			4'h7:    wrdata <= linkaddr;
			default:    wrdata <= 32'h0;
		endcase
	end
	always @(*) begin
		if(rst) begin
			{hi, lo} <= 64'h0;
		end
		else begin
			case ({mem_whilo, wb_whilo})
				2'b00: {hi, lo} <= {  i_hi,   i_lo};
				2'b01: {hi, lo} <= { wb_hi,  wb_lo};
				2'b10, 
				2'b11: {hi, lo} <= {mem_hi, mem_lo};
			endcase
		end
	end
	always @(*) begin
		if(rst) begin
			whilo <= 1'b0;
			o_hi  <= 32'h0;
			o_lo  <= 32'h0;
		end
		else begin
			case (aluop)
				8'h14,
				8'h15: begin
					whilo <= 1'b1;
					o_hi  <= mulRes[63:32];
					o_lo  <= mulRes[31: 0];
				end
				8'h19,
				8'h1A,
				8'h1B,
				8'h1C: begin
					whilo <= 1'b1;
					o_hi  <= macRes[63:32];
					o_lo  <= macRes[31: 0];
				end
				8'h0B: begin
					whilo <= 1'b1;
					o_hi  <= opr1;
					o_lo  <= lo;
				end
				8'h0D: begin
					whilo <= 1'b1;
					o_hi  <= hi;
					o_lo  <= opr1;
				end
				8'h1D,
				8'h1E: begin
					whilo <= 1'b1;
					o_hi  <= div_res[63:32];
					o_lo  <= div_res[31: 0];
				end
				default: begin
					whilo <= 1'b0;
					o_hi  <= 32'h0;
					o_lo  <= 32'h0;
				end
			endcase
		end
	end
	always @(*) begin
		if(rst) begin
			cp0_waddr <= 5'h0;
			cp0_we    <= 1'b0;
			cp0_wdata <= 32'h0;
		end
		else begin
			if(aluop == 8'h38) begin
				cp0_waddr <= rd;
				cp0_we    <= 1'b1;
				cp0_wdata <= opr1;
			end
			else begin
				cp0_waddr <= 5'h0;
				cp0_we    <= 1'b0;
				cp0_wdata <= 32'h0;
			end
		end
	end
endmodule
==> ./run.sh <==
#!/bin/bash
# OpenROAD 26Q1-2900-gdf79404cd8, Yosys 0.63+post, stock flow scripts
make -C /OpenROAD-flow-scripts/flow DESIGN_CONFIG=/design/flow/config.mk WORK_HOME=/design/flow/orfs finish
==> ./config.mk <==
export PLATFORM = sky130hd
export DESIGN_NAME = EX
export DESIGN_NICKNAME = EX
export VERILOG_FILES = /design/flow/design.v
export SDC_FILE = /design/flow/constraint.sdc
export NUM_CORES = 4
export LEC_CHECK = 1
export CORE_UTILIZATION = 50
==> ./constraint.sdc <==
current_design EX

set clk_period 66.2
set clk_io_pct 0.2

create_clock -name clk0 -period $clk_period

set non_clock_inputs [all_inputs -no_clocks]
set_input_delay [expr $clk_period * $clk_io_pct] -clock clk0 $non_clock_inputs
set_output_delay [expr $clk_period * $clk_io_pct] -clock clk0 [all_outputs]
==> impl_metrics.py <==
# Auto-generated metrics
metrics = {
    "grt": {
        "grt_pass1_vias": 67500,
        "grt-ovfl-total": 87,
        "track_usage_pct": 59.7,
        "grt_start_max_net_pins": 66,
        "grt_pass1_wl_mm": 483,
    },
    "die": {
        "fp_util_pct": 50.5,
        "dieWidth_um": 347,
        "num_rows": 126,
        "die_y_um": 347,
        "pin_count": 824,
    },
    "yosys": {
        "common_cells": "inv_1 (1108), nand2_1 (1063), nor2_1 (942), fa_1 (900), ha_1 (464)",
        "synth_warnings": 1,
        "synthCells": 8174,
        "ys_top_logic_family": "adder cells",
        "ys_sh_adder_pct": 40.0,
        "topCellsByArea": "fa_1 (30%), ha_1 (9.7%), inv_1 (7.0%)",
        "ys_types": 118,
        "synthDominantCellAreaShare_pct": 30.2,
        "yosysChipArea_um2": 59600,
        "syn_area_um2": 59600,
        "mux_share_pct": 3.33,
        "yosysTopAreaCell": "fa_1",
        "avgSynthCellArea_um2": 7.29,
        "ys_cells": 8174,
        "ys_seq_share_pct": 0,
        "simple_gate_area_share_pct": 20.5,
        "aoi_share_pct": 21.2,
        "xor_area_share_pct": 3.89,
        "synth.most_common_cell": "inv_1",
    },
    "clocking": {
        "postCtsSetupRepairBufs": 0,
        "cts_hold_buf": 0,
        "cts_resized": 0,
    },
    "placed_design": {
        "portBuffers": 734,
        "dp.cells": 10200,
        "place_ws_ps": 22780,
        "gp_congestion": 1.23,
        "dp_hpwl_mm": 280,
    },
    "run_status": {
        "haltStage": "global routing",
        "status": "did not finish",
        "error": "[ERROR GRT-0116] Global routing finished with congestion. Check the congestion regions in the DRC Viewer.",
    },
}
==> logic make-up after synthesis <==
family                   after synthesis
adder cells (fa/ha/maj)             1365
AND-OR/OR-AND                       1896
AND/OR/NAND/NOR                     2754
multiplexers                         197
buffers and inverters               1697
XOR/XNOR                             265
==> metal layers <==
layer	global-route usage [%]	overflow
met1	67.8	11
met2	75.2	22
met3	45.4	21
met4	41.8	27
met5	11.9	6
==> per-stage QoR <==
step | area [um^2] | hold WS, ps | total power, uW | utilization, %
after detailed placement | 69100 | 26480 | 265 | 58.5
after floorplan | 59600 | 26500 | 140 | -
after global placement | 69100 | 26480 | 266 | 58.5
after CTS | 69100 | 26480 | 267 | 58.5
Power figures rest on the tool's default switching activity, not on a simulated workload.
