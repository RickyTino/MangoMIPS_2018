**flow/run.sh**
```bash
#!/bin/bash
# OpenROAD 26Q1-2900-gdf79404cd8, Yosys 0.63+post, stock flow scripts
make -C /OpenROAD-flow-scripts/flow DESIGN_CONFIG=/design/flow/config.mk WORK_HOME=/design/flow/orfs finish
```
**flow/config.mk**
```make
export PLATFORM = sky130hd
export DESIGN_NAME = RF
export DESIGN_NICKNAME = RF
export VERILOG_FILES = /design/flow/design.v
export SDC_FILE = /design/flow/constraint.sdc
export NUM_CORES = 4
export LEC_CHECK = 1
export CORE_UTILIZATION = 50
```
**flow/constraint.sdc**
```tcl
current_design RF

set clk_period 15.5
set clk_io_pct 0.2

create_clock -name clk0 -period $clk_period [get_ports {clk}]

set non_clock_inputs [all_inputs -no_clocks]
set_input_delay [expr $clk_period * $clk_io_pct] -clock clk0 $non_clock_inputs
set_output_delay [expr $clk_period * $clk_io_pct] -clock clk0 [all_outputs]
```
**flow/design.v**
```verilog
module RF
(
	input  wire            clk, rst, 
	input  wire            we,
	input  wire [4:0] waddr, 
	input  wire [31:0] wdata,
	input  wire            re1, 
	input  wire [4:0] r1addr,
	output reg  [31:0] r1data,
	input  wire            re2,
	input  wire [4:0] r2addr,
	output reg  [31:0] r2data
);
	reg[31:0] regs [0:31];
	integer i;
	always @(posedge clk, posedge rst) begin
		if(rst) begin
			for(i = 0; i < 32; i = i + 1) begin
				regs[i] <= 32'h0;
			end
		end
		else begin
			if((we == 1'b1) && (waddr != 5'h0))
				regs[waddr] <= wdata;
		end
	end
	always @(*) begin
		if(rst) begin
			r1data <= 32'h0;
			r2data <= 32'h0;
		end
		else begin
			if(r1addr == 5'h0)
				r1data <= 32'h0;
			else if((r1addr == waddr) && (we == 1'b1) && (re1 == 1'b1))
				r1data <= wdata;
			else if(re1 == 1'b1)
				r1data <= regs[r1addr];
			else
				r1data <= 32'h0;
			if(r2addr == 5'h0)
				r2data <= 32'h0;
			else if((r2addr == waddr) && (we == 1'b1) && (re2 == 1'b1))
				r2data <= wdata;
			else if(re2 == 1'b1)
				r2data <= regs[r2addr];
			else
				r2data <= 32'h0;
		end
	end
endmodule
```
==> impl_metrics.yaml <==
# generated from flow reports
timing:
  max_slew_margin_pct: 24.40
  fin_skew_ps: 0
  hold_violations: 0
  worst_pin_slew_ps: 1124
  tns_ps: 0
  post-route-period-util_pct: 68.57
  rsz0062_at_grt: "no"
  finalSetupViolCount: 0
  drv_slew: 0
  period_needed_ps: 10630
  fmax_mhz: 94.08
power:
  swShare_pct: 29.40
  switchingPower_uw: 2192
  leakage_uw: 0.02681
  total_power_uw: 7455
  seqPwrFrac_pct: 48.1
  p_clk_share_pct: 37.8
  peakVddDrop_mv: 0.1079
  combPwrFrac_pct: 14.0
  p_int_uw: 5263
  p_per_area_mw_per_mm2: 126.2
drt:
  drc: 0
  wl_per_cell_um: 45.39
  via_count: 48040
  drtIter0Drc: 6866
  vias_per_cell: 7.903
  dr.pass1.iters: 10
  drt_wl_total_um: 275900
  ant_nets: 0
global_routing:
  antenna_found_initial: 41
  grt_remaining_overflow: 0
  grt_pass1_vias: 45050
  grt_max_degree: 96
  grt_pass1_wl_um: 374800
  grt_use_total_pct: 55.44
setup_path:
  end_kind: "output pin"
  required_ps: 12400
  rr_startpoint: "regs[11][21]"
  critPathKind: "primary input to output pin"
  path_max_fanout: 41
  start_kind: "primary input"
  arrival_ps: 7530
  r2r_end: "regs[11][21]"
  r2r_setup_slack_ps: 14600
  reg2reg_depth: 1
floorplan:
  dieArea_sq_mm: 0.1046
  coreArea_sq_mm: 0.1020
  die_x_um: 323.4
  rows: 117
  floorplan.core_util_pct: 50.61
  ioPinCount: 116
  fp.dieH_um: 323.4
flow_run:
  warnings: 26
  cap_violations: 0
synthesis:
  ys_warn_count: 2
  synthFlopType: "dfrtp_1"
  ys_cells: 4582
  edf_count: 0
  synth_flops: 992
  ys_top_cells_by_count: "mux2_2 (995), dfrtp_1 (992), a22oi_1 (537)"
  async_flop_share_pct: 100.0
  synthCells: 4582
  syn_avg_cell_area_sq_um: 11.27
  top_cell_area_share_pct: 48.07
  yosysTopAreaCell: "dfrtp_1"
  yosys-top-cells-area: "dfrtp_1 (48%), mux2_2 (22%), a22oi_1 (7.8%)"
  top_cell: "mux2_2"
  syn_area_sq_mm: 0.05164
  synth_cell_types: 69
  ys_area_sq_mm: 0.05164
  yosys.stat.seqShare_pct: 48.07
placement:
  dp_hpwl_um: 165200
  gp_congestion: 1.091
  numPortBuffers: 115
clock_network:
  cts_tree: "done"
  post_cts_buffers: 0
  post_cts_resized: 0
  htreeDepth: 3
  cts_buffers: 108
  clock_latency_ps: 730
  cts_hold_buf: 0
  cts_sinks: 992
  clk_root_buffer_cell: "clkbuf_16"
  path_clk_slew_ps: 60
  clockBufferDepth: 3
final_layout:
  largest_register_ffs: 992
  syn2layout_area_growth_pct: 14.35
  top_regs: "regs x992"
  utilization_pct: 57.87
  top_register: "regs"
  drive_above_1_share_pct: 33.73
hold_path:
  min_path_cells: 1
  min_to: "regs[1][19]"
  hp-class: "register to register"
  hp-start: "regs[1][19]"
status:
  outcome: "completed"
[worst max-delay path, stage by stage]
cell,delay (ps)
buf_2,450
buf_4,490
nor2_4,240
buf_4,400
and3_1,330
a2111oi_0,500
nand4_1,180
nor4_1,980
buf_4,260
o21ai_0,90
clkdlybuf4s50_1,400
[placed cells by master, fill, tap and decap left out, types with 14 or more instances in the layout]
cell / instances
mux2_2: 995
dfrtp_1: 992
a22oi_1: 537
and3_1: 470
buf_4: 243
a2111oi_0: 152
nand2_1: 148
o21ai_0: 119
nand3_1: 114
clkbuf_16: 113
nand4_1: 109
clkdlybuf4s50_1: 107
nor2_4: 62
nor4_1: 61
diode_2: 51
a21oi_1: 30
a221oi_1: 27
clkbuf_8: 25
clkinv_2: 24
nand3b_1: 19
nor3_1: 17
nor2_1: 17
o21ai_1: 14
[per-stage QoR]
step | hold slack, ps | setup slack (ps) | std cells | area (sq um)
finish | 516.4 | 4871 | 6079 | 59050
global route | 533.9 | 5055 | 6033 | 58930
CTS | 515.3 | 5343 | 6028 | 58920
detailed placement | 502.1 | 5345 | 5827 | 55060
global placement | 497.8 | 5337 | 5827 | 55060
floorplan | 485.2 | -1266 | 4582 | 51640
[area by class of cell]
| cell class | instances | area (sq um) |
|---|---|---|
| Antenna cell | 51 | 127.6 |
| Clock buffer | 151 | 3221 |
| Clock inverter | 50 | 638.1 |
| Fill cell | 8444 | 42990 |
| Inverter | 10 | 41.29 |
| Multi-Input combinational cell | 3098 | 25530 |
| Sequential cell | 992 | 24820 |
| Tap cell | 1368 | 1712 |
| Timing Repair Buffer | 359 | 2955 |
[routing by layer]
layer / track usage, % / part of all wire, %
met1: 68.88 / 34
met2: 69.70 / 39
met3: 37.57 / 18
met4: 36.60 / 9.5
met5: 3.148 / 0.12
[worst max path at each step]
stage / from / to / slack [ps] / cells past startpoint
5_1_grt: r1addr[0] / r1data[30] / 5050 / 10
4_1_cts: r1addr[0] / r1data[9] / 5340 / 10
6_report: r2addr[1] / r2data[30] / 4870 / 11
[power by group through the flow]
stage / combinational, uW / sequential, uW / clock [uW]
CTS: 1010 / 3560 / 2820
finish: 1050 / 3590 / 2820
global route: 1090 / 3630 / 2910
[cells by family (layout without fill, tap and decap cells)]
group,Yosys count,in the layout,synth area share (%)
simple gates,1140,1140,12.59
mux,1006,1006,21.91
flops,992,992,48.07
compound gates,945,945,13.48
buf+inv,492,570,3.828
xor+xnor,7,7,0.1187
other cells,0,51,0
Power and IR drop assume default switching activity.
